$ cat flow/run.sh
#!/bin/bash
# OpenROAD 26Q1-2900-gdf79404cd8, Yosys 0.63+post, stock flow scripts
make -C /OpenROAD-flow-scripts/flow DESIGN_CONFIG=/design/flow/config.mk WORK_HOME=/design/flow/orfs finish
$ cat flow/config.mk
export PLATFORM = sky130hd
export DESIGN_NAME = PE
export DESIGN_NICKNAME = PE
export VERILOG_FILES = /design/flow/design.v
export SDC_FILE = /design/flow/constraint.sdc
export NUM_CORES = 4
export LEC_CHECK = 1
export CORE_UTILIZATION = 50
$ cat flow/constraint.sdc
current_design PE

set clk_period 11.3
set clk_io_pct 0.2

create_clock -name clk0 -period $clk_period [get_ports {clk}]

set non_clock_inputs [all_inputs -no_clocks]
set_input_delay [expr $clk_period * $clk_io_pct] -clock clk0 $non_clock_inputs
set_output_delay [expr $clk_period * $clk_io_pct] -clock clk0 [all_outputs]
$ cat flow/design.v
interface bus_if;
    logic   ready;
    logic   valid;
    logic   [15:0] data;
    modport mst_port(input ready, output valid, data);
    modport slv_port(input valid, data, output ready);
endinterface
interface spi_if;
    logic   sclk;
    logic   miso;
    logic   mosi;
    modport mst_port(input miso, output sclk, mosi);
    modport slv_port(input sclk, mosi, output miso);
endinterface
module PE #(
    parameter WORD_SIZE = 16
)(
    input   logic clk,
    input   logic read,
    input   logic reset,
    input   logic [WORD_SIZE-1:0] l_d_i,
    input   logic [WORD_SIZE-1:0] r_d_i,
    input   logic [WORD_SIZE-1:0] t_d_i,
    output  logic [WORD_SIZE-1:0] l_d_o,
    output  logic [WORD_SIZE-1:0] r_d_o
);
    logic [WORD_SIZE-1:0] buffer_w;
    logic [WORD_SIZE-1:0] buffer;
    logic [WORD_SIZE-1:0] r_d_o_r;
    always_comb begin
        if(reset) begin
            buffer_w = '0;
        end else if(read) begin
            buffer_w = r_d_i;
        end else begin
            buffer_w = buffer + l_d_i * t_d_i;
        end
        r_d_o = r_d_o_r;
        if(read) begin
            l_d_o = buffer;
        end else begin
            l_d_o = '0;
        end
    end
    always_ff @(posedge clk) begin
        buffer  <= buffer_w;
        r_d_o_r <= l_d_i;
    end
endmodule
==> results.py <==
# Synthesis and PnR figures
metrics = {
    "status": {
        "status": "finished, final reports clean",
    },
    "power": {
        "power_frac_clock_pct": 5.4,
        "power_frac_comb_pct": 86.6,
        "netSwitchingPower_uw": 887,
        "internal-power_uw": 945,
        "p_leak_uw": 0.00314,
        "max-vdd-ir-drop_mv": 0.320,
        "power.density_nw_per_um2": 287,
        "swShare_pct": 48.4,
        "power_frac_seq_pct": 8.0,
    },
    "synthesis": {
        "synth_area_um2": 5360,
        "yosysChipArea_um2": 5360,
        "ys_types": 33,
        "avgSynthCellArea_um2": 8.57,
        "synthArstFlopShare_pct": 0,
        "yosys-top-cells-area": "fa_1, ha_1, dfxtp_1, inv_1, and2_1",
        "synthTopCellsByCount": "inv_1, fa_1, nand2_1",
        "syn_inst": 625,
        "edf_count": 0,
        "synth.most_common_cell": "inv_1",
        "yosys.area.top_type_share_pct": 35.1,
        "ys_cells": 625,
        "ys.flops": 32,
        "largest_area_cell": "fa_1",
        "ff_type": "dfxtp_1",
        "yosys_warnings": 1,
        "yosysSeqAreaShare_pct": 12.0,
    },
    "timing": {
        "clock.fmax_mhz": 129,
        "setup_viol": 0,
        "final.min_clock_period_ps": 7760,
        "clock_skew_ps": 6.96,
        "slew_viol_final": 0,
        "fin_ws_ps": 3540,
        "rsz0062_at_grt": "false",
        "hold_slack_ps": 621,
        "slew-limit-headroom_pct": 49.4,
        "finalHoldViolCount": 0,
        "worst_pin_slew_ps": 759,
        "period_used_pct": 68.6,
        "tns_ps": 0,
    },
    "die": {
        "die_x_um": 106,
        "floorplan.core_util_pct": 51.7,
        "ios": 83,
        "row_count": 37,
        "dieArea_um2": 11100,
        "floorplan.core_area_um2": 10400,
        "die_h_um": 106,
    },
    "critical_path": {
        "cpMostUsedCell": "fa_1",
        "ff2ff_path_depth": 16,
        "crit_chain": "clkdlybuf4s50_1 -> and2_1 -> fa_1 -> inv_1 -> fa_1 -> fa_1 -> fa_1 -> inv_1 -> fa_1 -> inv_1 -> fa_1 -> inv_1 -> ha_1 -> a21oi_1 -> nor2b_1 -> nor2_1 -> o31ai_1 -> a21oi_1 -> nor4_1 -> or3_1",
        "arrival_ps": 7930,
        "worst_ep_required_time_ps": 11480,
        "cp-end-kind": "flip-flop",
        "slowest_delay_ps": 690,
        "critPathKind": "in2reg",
        "regToRegSetupSlack_ps": 7030,
        "rr_startpoint": "buffer[8]$_SDFF_PP0_",
        "crit_buf_inv": 5,
        "reg2reg_to": "buffer[14]$_SDFF_PP0_",
        "slowest_stage": "clkdlybuf4s50_1",
        "path_delay_family": "adder cells",
        "startpoint_type": "input pin",
        "crit_fanout": 15,
    },
    "clock_tree": {
        "clockBufferDepth": 2,
        "numCtsBuffers": 5,
        "cts_tree": "done",
        "clk_pin_slew_ps": 80,
        "post_cts_resized": 0,
        "cts_max_level": 2,
        "clkSinkCount": 32,
        "hold_buffers": 0,
        "clock-root-buffer": "clkbuf_8",
        "cts_setup_buffers": 0,
        "insertion_delay_ps": 290,
    },
    "grt": {
        "grt_pass1_vias": 4272,
        "grt_max_degree": 25,
        "grt_pass1_wl_um": 21600,
        "antenna_found_initial": 0,
        "grt_use_total_pct": 26.8,
        "globalRouteOverflowTotal": 0,
    },
    "route": {
        "wire_per_inst_um": 15.7,
        "vias": 3994,
        "ant_nets": 0,
        "routed_wl_um": 13100,
        "n_antenna_cell": 0,
        "drt_iter0_markers": 183,
        "post-route-drc-count": 0,
        "via_per_inst": 4.79,
        "drt_first_pass_iters": 4,
    },
    "min_path": {
        "hold_path_class": "reg2reg",
        "worstHoldPathCells": 3,
        "holdPathEnd": "buffer[0]$_SDFF_PP0_",
        "hp-start": "buffer[0]$_SDFF_PP0_",
    },
    "layout": {
        "fillers": 929,
        "drive_gt1_share_pct": 1.72,
        "comb_area_um2": 4040,
        "area_delta_synth_final_pct": 19.1,
        "flop_area_um2": 641,
    },
    "placed_design": {
        "dp_slack_ps": 3230,
        "place.gp.congestion": 0.876,
        "place_hpwl_um": 10600,
        "port_buffers": 82,
    },
    "flow_run": {
        "warning_count": 26,
        "cap_violations": 0,
    },
}
## worst min-delay path, cell delays in order (launching register included)
cell	delay (ps)
dfxtp_1	330
ha_1	130
mux2i_1	60
nor2_1	80
## layer usage
layer | vias to the layer above | part of all wire, % | GRT usage [%]
li1 | 1948 | - | -
met1 | 1898 | 45 | 43.3
met2 | 142 | 45 | 40.4
met3 | 6 | 8.6 | 7.19
met4 | 0 | 0.54 | 1.19
met5 | - | 0 | 0
## metrics by stage
step / cell area [um2] / utilization, % / std cells / total power [uW]
floorplan: 5360 / - / 625 / 1390
global placement: 6290 / 60.7 / 825 / 1730
detailed placement: 6290 / 60.7 / 825 / 1740
CTS: 6380 / 61.6 / 833 / 1850
global route: 6380 / 61.6 / 833 / 2060
finish: 6380 / 61.6 / 833 / 1830
## logic make-up after synthesis
logic type	Yosys count	synth area share (%)
simple gates	190	16.5
buf+inv	180	12.7
fa+ha+maj	146	47.3
xor+xnor	39	6.63
compound gates	32	3.85
flops	32	12.0
mux	6	1.12
## area by class of cell
| type | count | share of cell area (%) |
|---|---|---|
| clock inverters | 1 | 0.118 |
| flip-flops and latches | 32 | 10.0 |
| multi-input cells | 413 | 63.3 |
| repair buffers | 85 | 13.2 |
| well taps | 136 | 2.67 |
| inverters | 159 | 9.35 |
| clock buffers | 7 | 1.35 |
## flip-flops by register name, summed over array words and instances (netlist names)
| register | count |
|---|---|
| r_d_o_r | 16 |
| buffer | 16 |
## worst max path at each step
stage,from,slack [ps],endpoint,cells after the start
4_1_cts,t_d_i[1],3550,buffer[14]$_SDFF_PP0_,20
5_1_grt,t_d_i[1],3270,buffer[14]$_SDFF_PP0_,20
6_report,t_d_i[1],3540,buffer[14]$_SDFF_PP0_,20
## power groups by stage
| stage | sequential, uW | combinational (uW) | clock [uW] |
|---|---|---|---|
| final | 146 | 1590 | 99.7 |
| after global routing | 149 | 1800 | 109 |
| after CTS | 146 | 1600 | 104 |
## cell usage in the layout (no fill, tap or decap), drive strengths merged
cell type / synthesis / routed
inv: 159 / 159
nand2: 94 / 94
fa: 94 / 94
clkdlybuf4s50: 0 / 82
and2: 58 / 58
ha: 52 / 52
xnor2: 32 / 32
dfxtp: 32 / 32
nor2: 28 / 28
a21oi: 12 / 12
clkbuf: 17 / 7
xor2: 6 / 6
mux2i: 6 / 6
o21a: 5 / 5
o21ai: 5 / 5
nor2b: 4 / 4
buf: 4 / 3
or3: 2 / 2
o31ai: 2 / 2
o21bai: 2 / 2
a211oi: 2 / 2
a21o: 1 / 1
nand2b: 1 / 1
nand3: 1 / 1
nor4: 1 / 1
nor4bb: 1 / 1
o31a: 1 / 1
o22ai: 1 / 1
o211ai: 1 / 1
xnor3: 1 / 1
clkinvlp: 0 / 1
Power is estimated from default activity; no workload was simulated.
